--- flow/run.sh ---
#!/bin/bash
# OpenROAD 26Q1-2900-gdf79404cd8, Yosys 0.63+post, stock flow scripts
make -C /OpenROAD-flow-scripts/flow DESIGN_CONFIG=/design/flow/config.mk WORK_HOME=/design/flow/orfs finish
--- flow/config.mk ---
export PLATFORM = sky130hd
export DESIGN_NAME = ROI
export DESIGN_NICKNAME = ROI
export VERILOG_FILES = /design/flow/design.v
export SDC_FILE = /design/flow/constraint.sdc
export NUM_CORES = 4
export LEC_CHECK = 1
export CORE_UTILIZATION = 40
--- flow/constraint.sdc ---
current_design ROI

set clk_period 4.4
set clk_io_pct 0.2

create_clock -name clk0 -period $clk_period [get_ports {iCLK}]

set non_clock_inputs [all_inputs -no_clocks]
set_input_delay [expr $clk_period * $clk_io_pct] -clock clk0 $non_clock_inputs
set_output_delay [expr $clk_period * $clk_io_pct] -clock clk0 [all_outputs]
--- flow/design.v ---
module ROI( 
        oDone,
		  oTopBound,
		  oBotBound,
        oLeftBound,
        oRightBound,
        iStart,
        iDATA,
        iDVAL,
        iCLK,
        iRST,
        iFVAL,
        oTestLEDS
        );
output oDone;
output [8:0] oTopBound;
output [8:0] oBotBound;
output [8:0] oLeftBound;
output [8:0] oRightBound;
input   iStart;
input   iDATA;
input   iDVAL;
input   iCLK;
input   iRST;
input   iFVAL;
output oTestLEDS;
reg [8:0] current_consecutive_white = 0;
reg [8:0] largest_consecutive_white = 0;
reg [8:0] prev_consecutive_white = 0;
reg [9:0] num_invalid = 0;
reg [1:0] rows_state = 2'b00;
reg [8:0] top_bound = 0;
reg [8:0] bot_bound = 239;
reg [8:0] height_counter = 0;
reg started = 0;
reg recording = 0;
reg stored_height = 0;
reg black_found = 0;
reg consecutive_stored = 0;  
reg [8:0] row_index = 0;
reg [8:0] col_index = 0;
reg       finished = 0;
integer   r;
reg [7:0] sum[319:0];
reg [7:0] prev_sum = 0;
reg [7:0] leftBound = 0;
reg [7:0] rightBound = 0;
reg       calcStart = 0;
reg       done = 0;
reg       ready = 1;
assign oTopBound = top_bound;
assign oBotBound = bot_bound;
assign oLeftBound = leftBound;
assign oRightBound = rightBound;
assign oDone = done;
always @(posedge iCLK or negedge iRST)
begin
	if (!iRST)
	begin
        done <= 0;
        started <= 0;
        rows_state <= 2'b00;
        recording <= 0;
        stored_height <= 0;
        consecutive_stored <= 0;
        num_invalid <= 0;
        black_found <= 0;
        height_counter <= 0;
        largest_consecutive_white<= 0;
        current_consecutive_white<= 0;
        prev_consecutive_white <= 0;
	end
	else
	begin
		if (iStart)
		begin
			started <= 1;
			done <= 0;
		end
		else
		begin
			if (!iFVAL)
			begin
				if (started)
				begin
					started <= 0;
					recording <= 1;
					rows_state <= 2'b00;
                    black_found <= 0;
                    height_counter <= 0;
                    largest_consecutive_white<= 0;
                    current_consecutive_white<= 0;
                    prev_consecutive_white <= 0;
                    stored_height <= 0;
                    consecutive_stored <= 0;
                    top_bound <= 0;
                    bot_bound <= 239;
                    num_invalid <= 0;
				end
			end
			else
			begin
				if (recording)
				begin
					if (!done)
					begin
						if (iDVAL)  
						begin
							num_invalid <= 0;
							consecutive_stored <= 0;  
							stored_height <= 0;  
							if (iDATA)  
							begin
								black_found <= 0;
								current_consecutive_white <= current_consecutive_white + 1'b1;
								if ( (current_consecutive_white >= largest_consecutive_white) && (current_consecutive_white > 8) )
									largest_consecutive_white <= current_consecutive_white + 1'b1;
							end
							else  
							begin
								if (black_found)  
									current_consecutive_white <= 0;
								else
									black_found <= 1;
							end
						end
						else  
						begin
							num_invalid <= num_invalid + 1'b1;
							if (num_invalid > 320)  
							begin
								if (!stored_height)
								begin	
									height_counter <= height_counter + 1'b1;
									stored_height <= 1;
									prev_consecutive_white <= largest_consecutive_white;
									largest_consecutive_white <= 0;
									if (height_counter > 238)
                                    begin
										done <= 1;
                                        recording <= 0;
									end
								end
							end
							else
							begin
								if (num_invalid > 4)
								begin
									if (!consecutive_stored)
									begin
										consecutive_stored <= 1;
										case (rows_state)
										2'b00:
											begin
												if ( largest_consecutive_white < (prev_consecutive_white[8:2] * 3) )
												begin
													top_bound <= height_counter;
													rows_state <= 2'b01;
												end
											end
										2'b01:
											begin
												if ( largest_consecutive_white > (prev_consecutive_white[8:1] * 3) )
												begin
													rows_state <= 2'b10;
													bot_bound <= height_counter;
													recording <= 0;
													done <= 1;
												end
											end
										2'b10:
											begin
												done <= 1;
                                                recording <= 0;
											end
										2'b11:
											begin
												rows_state <= 2'b00;
											end
										endcase
									end  
								end  
							end  
						end  
					end  
				end  
			end  
		end  
	end  
end  
endmodule
==> flow_summary.yaml <==
# implementation run metrics
run_status:
  status: "finished clean"
placement:
  dp_hpwl_um: 7190
  dpl_cell_area_um2: 5035
  port_buffers: 24
  place_inst: 663
  place_congestion: 0.8507
yosys:
  netlist_area_um2: 4705
  ys_seq_frac: 0.3968
  syn_area_per_cell_um2: 9.297
  yosys_cells: 506
  yosys_warnings: 2
  synth-edff-count: 18
  synth_flop_count: 71
  post_synth_num_cell_types: 61
  ff_type: "dfrtp_1"
  synth_cells: 506
  ys_chip_area_um2: 4705
  async_reset_ff_frac: 0.7465
global_route:
  grt_pass1_vias: 3370
  grt_pass1_wl_um: 16290
  track_usage: 0.1666
  grt_max_degree: 54
  antenna_found_initial: 0
  grt-ovfl-total: 0
die:
  dieArea_um2: 12200
  core_um2: 11420
  rows: 39
  fp_util: 0.4120
  ios: 44
  die_h_um: 110.5
  die_w_um: 110.5
route:
  vias: 3535
  wl_um: 9776
  drc_errors: 0
  top_layer: "met4"
  dr.pass1.iters: 6
  via_per_inst: 5.206
  m1WireLength_um: 5150
  route.met2.wl_um: 4112
  route.antenna.diode_count: 0
  wl_met3_um: 362
  ant_nets: 0
  wl_per_cell_um: 14.40
  drtIter0Drc: 96
job:
  cap_violations: 0
  log.warning_count: 34
power:
  ir_drop_uv: 177.7
  p_leak_nw: 2.378
  finalPower_mw: 1.514
  p_per_area_nw_per_um2: 284.0
timing:
  skew_ps: 6.357
  finalSetupViolations: 0
  hold_viol: 0
  rsz0062_at_grt: "no"
  max_freq_ghz: 0.2739
  worst_pin_slew_ps: 702.4
  fin_crit_ps: 3651
  slew_headroom: 0.5300
  layout_worst_path_cycle_share: 0.8298
  fin_tns_setup_ps: 0
  slew_violations: 0
critical_path:
  path_max_fanout: 9
  rr_startpoint: "prev_consecutive_white[4]"
  ff2ff_path_depth: 13
  start_kind: "flop"
  endpoint_kind: "flop"
  r2r-end: "top_bound[5]"
  r2r_slack_ps: 750
  cp.arrival_ps: 3680
  worst-setup-path-type: "flop to flop"
  cp.required_ps: 4430
clock_network:
  cts_tree: "built"
  cts_made_buffers: 9
  clock_sinks: 71
  cts_resized: 0
  ctsRootBufferMaster: "clkbuf_16"
  cts-htree-levels: 3
  postCtsSetupBuffers: 0
  cts_hold_buf: 0
  clk_pin_slew_ps: 60
  clockBufferDepth: 2
  clk_latency_ps: 330
hold_path:
  worstHoldPathCells: 1
  worst_hold_path.endpoint: "black_found"
  hold_path_startpoint: "black_found"
  hp-class: "flop to flop"
finish:
  drive_gt1_frac: 0.06716
  finalInstanceArea_um2: 5333
  fin_cells: 679
  fill_cells: 1076
  area_delta_synth_final_pct: 13.35
## layer usage
| metal | track usage | up-vias |
|---|---|---|
| li1 | - | 1810 |
| met2 | 0.2410 | 70 |
| met1 | 0.2748 | 1646 |
| met4 | 0.02667 | 0 |
| met3 | 0.03078 | 9 |
| met5 | 0 | - |
## through the flow
| stage | util | hold slack (ps) | worst slack [ps] |
|---|---|---|---|
| finish | 0.4670 | 542.1 | 748.8 |
| detailed placement | 0.4409 | 522.4 | 741.0 |
| global placement | 0.4409 | 503.1 | 778.7 |
| CTS | 0.4670 | 544.7 | 732.8 |
| global route | 0.4670 | 551.4 | 593.6 |
| floorplan | - | 481.7 | 721.7 |
## synthesized netlist by cell type, types with 14 or more instances
| master | number | area, µm² |
|---|---|---|
| edfxtp_1 | 18 | 540.5 |
| clkbuf_1 | 14 | 52.55 |
| nor2_1 | 41 | 153.9 |
| buf_4 | 19 | 142.6 |
| a21oi_1 | 18 | 90.09 |
| dfrtp_1 | 53 | 1326 |
| xor2_1 | 17 | 148.9 |
| inv_1 | 35 | 131.4 |
| nand3_1 | 27 | 135.1 |
| o21ai_0 | 45 | 225.2 |
| ha_1 | 46 | 575.6 |
| nand2_1 | 34 | 127.6 |
## cells in the final DEF (no fill, tap or decap), types with 3 or more instances in the layout
cell type,instances
edfxtp_1,18
nor2b_1,4
nand2_1,34
a21oi_1,18
clkbuf_16,9
clkdlybuf4s50_1,23
and3_1,7
inv_1,35
xor2_1,17
conb_1,19
buf_4,7
nor3_1,8
o21ai_0,45
ha_1,46
a211oi_1,3
dfrtp_1,53
nor2_1,41
nand3_1,27
and2_1,8
or3_1,4
a31oi_1,9
mux2i_1,6
a21o_1,8
xnor2_1,8
o31ai_1,6
nand4_1,8
nand2b_1,13
mux2_2,3
## cell families (layout without fill, tap and decap cells)
kind of cell    Yosys count  after routing  share of synthesized area
compound gates          111            111                     0.1479
simple gates            171            171                     0.1859
xor+xnor                 25             25                    0.04654
other cells               1             19                  0.0007971
buf+inv                  70             82                    0.07128
flops                    71             71                     0.3968
fa+ha+maj                48             48                     0.1309
mux                       9              9                    0.01995
## worst max-delay path, cell delays in order (launching register included)
cell	delay [ps]
dfrtp_1	440
ha_1	450
a21o_1	210
a21o_1	170
a21oi_1	170
o21ai_0	130
xor2_1	160
ha_1	300
nand4_1	100
a211o_1	150
a31oi_1	90
or4b_2	630
a21oi_1	160
buf_4	200
## worst max path at each step
stage,from,endpoint,slack (ps),depth (start not counted)
4_1_cts,prev_consecutive_white[4],top_bound[5],730,13
6_report,prev_consecutive_white[4],top_bound[5],750,13
5_1_grt,prev_consecutive_white[4],top_bound[0],590,13
## flip-flops by register name, summed over array words and instances, names as in the netlist, 2 cells and up
name,cells
prev_consecutive_white,8
current_consecutive_white,9
largest_consecutive_white,9
bot_bound,9
num_invalid,10
rows_state,2
height_counter,9
top_bound,9
## report_power, final
| group | total [mW] | internal, mW | leakage [nW] | switching, mW |
|---|---|---|---|---|
| clock | 0.716 | 0.439 | 0.142 | 0.277 |
| combinational | 0.100 | 0.0378 | 1.33 | 0.0626 |
| sequential | 0.698 | 0.687 | 0.906 | 0.0106 |
## layout make-up
| class | count | area [µm²] | share of cell area |
|---|---|---|---|
| tap | 143 | 178.9 | 0.03355 |
| clock buffer | 9 | 225.2 | 0.04223 |
| multi-input combinational | 383 | 2570 | 0.4819 |
| inverter | 35 | 131.4 | 0.02464 |
| clock inverter | 7 | 72.57 | 0.01361 |
| timing repair buffer | 31 | 287.8 | 0.05397 |
| sequential | 71 | 1867 | 0.3501 |
No activity file was given, so power comes from the tool's default toggle rates.
