<file path="./config.mk">
export PLATFORM = sky130hd
export DESIGN_NAME = I2C_CCD_Config
export DESIGN_NICKNAME = I2C_CCD_Config
export VERILOG_FILES = /design/flow/design.v
export SDC_FILE = /design/flow/constraint.sdc
export NUM_CORES = 4
export LEC_CHECK = 1
export CORE_UTILIZATION = 50
</file>
<file path="./constraint.sdc">
current_design I2C_CCD_Config

set clk_period 8.7
set clk_io_pct 0.2

create_clock -name clk0 -period $clk_period [get_ports {iCLK}]

set non_clock_inputs [all_inputs -no_clocks]
set_input_delay [expr $clk_period * $clk_io_pct] -clock clk0 $non_clock_inputs
set_output_delay [expr $clk_period * $clk_io_pct] -clock clk0 [all_outputs]
</file>
<file path="./design.v">
module I2C_CCD_Config (	 
						iCLK,
						iRST_N,
						iUART_CTRL,
						iZOOM_MODE_SW,
						iEXPOSURE_ADJ,
						iEXPOSURE_DEC_p,
						I2C_SCLK,
						I2C_SDAT
						);
input			iCLK;
input			iRST_N;
input 			iUART_CTRL;
input 			iZOOM_MODE_SW;
output		I2C_SCLK;
inout		I2C_SDAT;
reg	[15:0]	mI2C_CLK_DIV;
reg	[31:0]	mI2C_DATA;
reg			mI2C_CTRL_CLK;
reg			mI2C_GO;
wire		mI2C_END;
wire		mI2C_ACK;
reg	[23:0]	LUT_DATA;
reg	[5:0]	LUT_INDEX;
reg	[3:0]	mSetup_ST;
input 		iEXPOSURE_ADJ;
input		iEXPOSURE_DEC_p;	
parameter 	default_exposure 			= 16'h07c0;
parameter 	exposure_change_value	 	= 16'd200;
reg	[24:0]	combo_cnt;
wire		combo_pulse;
reg	[1:0]	izoom_mode_sw_delay;
reg	[3:0]	iexposure_adj_delay;
wire		exposure_adj_set;	
wire		exposure_adj_reset;
reg	[15:0]	senosr_exposure;
wire [23:0] sensor_start_row;
wire [23:0] sensor_start_column;
wire [23:0] sensor_row_size;
wire [23:0] sensor_column_size; 
wire [23:0] sensor_row_mode;
wire [23:0] sensor_column_mode;
assign sensor_start_row 		= iZOOM_MODE_SW ?  24'h010036 : 24'h010000;
assign sensor_start_column    = iZOOM_MODE_SW ?  24'h020010 : 24'h020000;
assign sensor_row_size	 		= iZOOM_MODE_SW ?  24'h0303BF : 24'h03077F;  
assign sensor_column_size 		= iZOOM_MODE_SW ?  24'h0404FF : 24'h0409FF;  
assign sensor_row_mode 			= iZOOM_MODE_SW ?  24'h220000 : 24'h220033;  
assign sensor_column_mode		= iZOOM_MODE_SW ?  24'h230000 : 24'h230033;  
always@(posedge iCLK or negedge iRST_N)
	begin
		if (!iRST_N)
			begin
				iexposure_adj_delay <= 0;
			end
		else 
			begin
				iexposure_adj_delay <= {iexposure_adj_delay[2:0],iEXPOSURE_ADJ};		
			end	
	end
assign 	exposure_adj_set = ({iexposure_adj_delay[0],iEXPOSURE_ADJ}==2'b10) ? 1 : 0 ;
assign  exposure_adj_reset = ({iexposure_adj_delay[3:2]}==2'b10) ? 1 : 0 ;		
always@(posedge iCLK or negedge iRST_N)
	begin
		if (!iRST_N)
			senosr_exposure <= default_exposure;
		else if (exposure_adj_set|combo_pulse)
			begin
				if (iEXPOSURE_DEC_p)
					begin
						if ((senosr_exposure < exposure_change_value)||
							(senosr_exposure == 16'h0))
							senosr_exposure <= 0;
						else	
							senosr_exposure <= senosr_exposure - exposure_change_value;
					end		
				else
					begin
						if (((16'hffff -senosr_exposure) <exposure_change_value)||
							(senosr_exposure == 16'hffff))
							senosr_exposure <= 16'hffff;
						else
							senosr_exposure <= senosr_exposure + exposure_change_value;	
					end		
			end
	end			
always@(posedge iCLK or negedge iRST_N)
	begin
		if (!iRST_N)
			combo_cnt <= 0;
		else if (!iexposure_adj_delay[3])
			combo_cnt <= combo_cnt + 1;
		else
			combo_cnt <= 0;	
	end
assign combo_pulse = (combo_cnt == 25'h1fffff) ? 1 : 0;				
wire	i2c_reset;		
assign i2c_reset = iRST_N & ~exposure_adj_reset & ~combo_pulse ;
parameter	CLK_Freq	=	50000000;	 
parameter	I2C_Freq	=	20000;		 
parameter	LUT_SIZE	=	25;
always@(posedge iCLK or negedge i2c_reset)
begin
	if(!i2c_reset)
	begin
		mI2C_CTRL_CLK	<=	0;
		mI2C_CLK_DIV	<=	0;
	end
	else
	begin
		if( mI2C_CLK_DIV	< (CLK_Freq/I2C_Freq) )
		mI2C_CLK_DIV	<=	mI2C_CLK_DIV+1;
		else
		begin
			mI2C_CLK_DIV	<=	0;
			mI2C_CTRL_CLK	<=	~mI2C_CTRL_CLK;
		end
	end
end
I2C_Controller 	u0	(	.CLOCK(mI2C_CTRL_CLK),		 
						.I2C_SCLK(I2C_SCLK),		 
 	 	 	 	 	 	.I2C_SDAT(I2C_SDAT),		 
						.I2C_DATA(mI2C_DATA),		 
						.GO(mI2C_GO),      			 
						.END(mI2C_END),				 
						.ACK(mI2C_ACK),				 
						.RESET(i2c_reset)
					);
always@(posedge mI2C_CTRL_CLK or negedge i2c_reset)
begin
	if(!i2c_reset)
	begin
		LUT_INDEX	<=	0;
		mSetup_ST	<=	0;
		mI2C_GO		<=	0;
	end
	else if(LUT_INDEX<LUT_SIZE)
		begin
			case(mSetup_ST)
			0:	begin
					mI2C_DATA	<=	{8'hBA,LUT_DATA};
					mI2C_GO		<=	1;
					mSetup_ST	<=	1;
				end
			1:	begin
					if(mI2C_END)
					begin
						if(!mI2C_ACK)
						mSetup_ST	<=	2;
						else
						mSetup_ST	<=	0;							
						mI2C_GO		<=	0;
					end
				end
			2:	begin
					LUT_INDEX	<=	LUT_INDEX+1;
					mSetup_ST	<=	0;
				end
			endcase
		end
end
always
begin
	case(LUT_INDEX)
	0	:	LUT_DATA	<=	24'h000000;
	1	:	LUT_DATA	<=	24'h20c000;				 
	2	:	LUT_DATA	<=	{8'h09,senosr_exposure}; 
	3	:	LUT_DATA	<=	24'h050000;				 
	4	:	LUT_DATA	<=	24'h060019;				 
	5	:	LUT_DATA	<=	24'h0A8000;				 
	6	:	LUT_DATA	<=	24'h2B000b;				 
	7	:	LUT_DATA	<=	24'h2C000f;				 
	8	:	LUT_DATA	<=	24'h2D000f;				 
	9	:	LUT_DATA	<=	24'h2E000b;				 
	10	:	LUT_DATA	<=	24'h100051;				 
	11	:	LUT_DATA	<=	24'h111807;				 
	12	:	LUT_DATA	<=	24'h120002;				 
	13	:	LUT_DATA	<=	24'h100053;				 
	14	:	LUT_DATA	<=	24'h980000;				 
	15	:	LUT_DATA	<=	24'hA00000;				 
	16	:	LUT_DATA	<=	24'hA10000;				 
	17	:	LUT_DATA	<=	24'hA20FFF;				 
	18	:	LUT_DATA	<=	sensor_start_row 	;	 
	19	:	LUT_DATA	<=	sensor_start_column ;	 
	20	:	LUT_DATA	<=	sensor_row_size;		 
	21	:	LUT_DATA	<=	sensor_column_size;		 
	22	:	LUT_DATA	<=	sensor_row_mode;		 
	23	:	LUT_DATA	<=	sensor_column_mode;		 
	24	:	LUT_DATA	<=	24'h4901A8;				 
	default:LUT_DATA	<=	24'h000000;
	endcase
end
endmodule
module I2C_Controller (
	CLOCK,
	I2C_SCLK, 
 	I2C_SDAT, 
	I2C_DATA, 
	GO,       
	END,      
	ACK,       
	RESET
);
	input  CLOCK;
	input  [31:0]I2C_DATA;	
	input  GO;
	input  RESET;	
 	inout  I2C_SDAT;	
	output I2C_SCLK;
	output END;	
	output ACK;
reg SDO;
reg SCLK;
reg END;
reg [31:0]SD;
reg [6:0]SD_COUNTER;
wire I2C_SCLK=SCLK | ( ((SD_COUNTER >= 4) & (SD_COUNTER <=39))? ~CLOCK :0 );
wire I2C_SDAT=SDO?1'bz:0 ;
reg ACK1,ACK2,ACK3,ACK4;
wire ACK=ACK1 | ACK2 |ACK3 |ACK4;
always @(negedge RESET or posedge CLOCK ) begin
if (!RESET) SD_COUNTER=6'b111111;
else begin
if (GO==0) 
	SD_COUNTER=0;
	else 
	if (SD_COUNTER < 41) SD_COUNTER=SD_COUNTER+1;	
end
end
always @(negedge RESET or  posedge CLOCK ) begin
if (!RESET) begin SCLK=1;SDO=1; ACK1=0;ACK2=0;ACK3=0;ACK4=0; END=1; end
else
case (SD_COUNTER)
	6'd0  : begin ACK1=0 ;ACK2=0 ;ACK3=0 ;ACK4=0 ; END=0; SDO=1; SCLK=1;end
	6'd1  : begin SD=I2C_DATA;SDO=0;end
	6'd2  : SCLK=0;
	6'd3  : SDO=SD[31];
	6'd4  : SDO=SD[30];
	6'd5  : SDO=SD[29];
	6'd6  : SDO=SD[28];
	6'd7  : SDO=SD[27];
	6'd8  : SDO=SD[26];
	6'd9  : SDO=SD[25];
	6'd10 : SDO=SD[24];	
	6'd11 : SDO=1'b1; 
	6'd12  : begin SDO=SD[23]; ACK1=I2C_SDAT; end
	6'd13  : SDO=SD[22];
	6'd14  : SDO=SD[21];
	6'd15  : SDO=SD[20];
	6'd16  : SDO=SD[19];
	6'd17  : SDO=SD[18];
	6'd18  : SDO=SD[17];
	6'd19  : SDO=SD[16];
	6'd20  : SDO=1'b1; 
	6'd21  : begin SDO=SD[15]; ACK2=I2C_SDAT; end
	6'd22  : SDO=SD[14];
	6'd23  : SDO=SD[13];
	6'd24  : SDO=SD[12];
	6'd25  : SDO=SD[11];
	6'd26  : SDO=SD[10];
	6'd27  : SDO=SD[9];
	6'd28  : SDO=SD[8];
	6'd29  : SDO=1'b1; 
	6'd30  : begin SDO=SD[7]; ACK3=I2C_SDAT; end
	6'd31  : SDO=SD[6];
	6'd32  : SDO=SD[5];
	6'd33  : SDO=SD[4];
	6'd34  : SDO=SD[3];
	6'd35  : SDO=SD[2];
	6'd36  : SDO=SD[1];
	6'd37  : SDO=SD[0];
	6'd38  : SDO=1'b1; 
    6'd39 : begin SDO=1'b0;	SCLK=1'b0; ACK4=I2C_SDAT; end	
    6'd40 : SCLK=1'b1; 
    6'd41 : begin SDO=1'b1; END=1; end 
endcase
end
endmodule
</file>
<file path="./run.sh">
#!/bin/bash
# OpenROAD 26Q1-2900-gdf79404cd8, Yosys 0.63+post, stock flow scripts
make -C /OpenROAD-flow-scripts/flow DESIGN_CONFIG=/design/flow/config.mk WORK_HOME=/design/flow/orfs finish
</file>
==> Slide: Implementation Results <==
Implementation Results

Drt
  • Met2 WL: between 1500 and 2000 um
  • Final ANT Viol Nets: 0
  • Total Wirelength: around 4700 um
  • WL met1: 2643 um
  • 1st-pass router iterations: 4
  • Initial DRC Count: roughly 110
  • Via count: 1984
  • DRC viols: 0
  • ANT cells: 0
  • Highest metal layer with signal wires: met4
  • Met3 WL: 86 um
  • DR vias/cell: 5.305
  • DR WL/cell: approximately 13 um

Power
  • Tot Pwr: ~450 uW
  • Max VDD drop: 0.1146 mV
  • PwrDens: roughly 140 nW/um^2
  • P_leak: 0.001285 uW

Global routing
  • Vias in the first global route: a little under 2000
  • Total gr overflow: 0
  • Total track usage: 18.63%
  • Largest net degree at the start of global routing: 37
  • Initial antenna violation count: 0
  • First-pass GRT wire length: 9087 um

STA
  • Endpoints left unconstrained: 19
  • Slew HR: 54.93%
  • RSZ-0062 raised after global routing: false
  • Fin Setup TNS: 0 ps
  • Post-layout min period: around 3600 ps
  • Final max-slew violation count: 0
  • Worst-margin pin slew: 673.0 ps
  • Setup Skew: between 10 and 15 ps
  • Register pins left without a clock: 19
  • Fin. Hold Viols: 0
  • Period utilization: a little over two fifths
  • Setup violations, final: 0
  • Peak Freq: 274.2 MHz

Yosys
  • Ys flop type: dfrtp_1
  • EDFF count, synth: 0
  • YS chip area: ~3000 um^2
  • Post-synthesis instance total: 296
  • Adder share: between 3 and 4%
  • Mux area share: 0.3738%
  • Cell area after synthesis: roughly 3000 um^2
  • Flops after synth: approximately 65
  • Post-synth cell types: between 40 and 50
  • Post-Synth AOI/OAI Area: 11.05%
  • Yosys stat cell total: about 300
  • Main logic family: simple AND/OR/NAND/NOR gates
  • Seq share, synth: 54.36%
  • Largest area contributor in the netlist: dfrtp_1
  • Number of synthesis warnings: 3
  • Ys async rst share: 100.0%
  • And+or+nand+nor area frac: 20.39%
  • Yosys xor share: 6.977%
  • Dominant cell area share: 46.51%
  • Synth Area per Inst: 10.18 um^2
  • Largest cells by area: dfrtp_1, dfstp_2, xnor2_1

Floorplan
  • Horiz. Die Dim: about 80 um
  • FP Core Util: between 50% and 60%
  • Die Ht: about 80 um
  • Area of the core: roughly 5600 um^2
  • Core Rows: 27
  • I/O Pins: 8
  • Die ar.: 6340 um^2

Clock tree
  • Post-CTS Resized: 0
  • CTS tree: done
  • Clock Tree Root: clkbuf_8
  • Worst-path clk slew: 80 ps
  • Post-CTS setup buffers: 0
  • Bufs on Longest Clock Path: 2
  • H-Tree Depth: 2
  • CTS Buf Count: 5
  • Latency at later pin: 300 ps
  • Cts hold-fix bufs: 0

Worst setup path
  • WS Path Type: reg -> out
  • Crit path buffers/inverters: 1
  • Cell chain of the critical path: a2111oi_0 -> or2_2 -> clkdlybuf4s50_1
  • Crit path launch type: flop
  • Family with the most delay on the worst path: flip-flops
  • CP endpoint kind: output port
  • Worst EP required: 6960 ps
  • CP max stage delay: 600 ps
  • Worst EP arrival: 1910 ps
  • Worst Path Max Fanout: 21
  • Worst path slowest cell: dfrtp_1

Run status
  • Status: completed

Cells and area
  • Layout Area Growth over Synthesis: 7.683%
  • Fill count: about 480
  • Share of layout cells above drive strength 1: a little under a tenth
  • Top cell excl fill/tap: dfrtp_1
  • Top Layout Cells: dfrtp_1, nor2_1, nand2_1, nand3_1, xnor2_1

Hold path
  • Hold Path Class: reg -> reg

Flow run
  • OpenROAD warnings: 32
  • Max Cap Viol: 0

Placed design
  • GP Congestion: 0.8342
  • Final HPWL from detailed placement: 3161 um
  • Port Buf Inserts: 3
## metrics by stage
step / hold slack [ps] / util, % / setup slack (ps) / instance area, um^2 / cells
global placement: 332.1 / 55.51 / 5394 / 3132 / 367
finish: 350.3 / 57.51 / 5053 / 3244 / 374
detailed placement: 334.7 / 55.51 / 5352 / 3132 / 367
global route: 358.8 / 57.51 / 4789 / 3244 / 374
floorplan: 331.2 / - / 4922 / 3028 / 300
CTS: 353.0 / 57.51 / 5011 / 3244 / 374
## final timing paths
check	start	end	slack [ps]	cells after the start
worst max-delay path	mI2C_CTRL_CLK	I2C_SCLK	5050	3
worst min-delay path	iexposure_adj_delay[0]	iexposure_adj_delay[1]	350	0
worst max register to register	combo_cnt[0]	combo_cnt[24]	6430	5
worst min register to register	iexposure_adj_delay[0]	iexposure_adj_delay[1]	350	0
max in group asynchronous	iRST_N	mI2C_CLK_DIV[0]	5790	5
min in group asynchronous	iexposure_adj_delay[2]	mI2C_CLK_DIV[2]	550	3
## power breakdown
part           internal [uW]  switching (uW)  total (uW)
Combinational           4.47            11.0        15.4
Sequential               264            14.2         278
Clock                   91.9            69.4         161
Total                    360            94.6         455
## sequential cells by signal, indices dropped and copies added, names as in the netlist, named ones only
name                 count
combo_cnt               25
LUT_INDEX                6
mSetup_ST                2
mI2C_CTRL_CLK            1
iexposure_adj_delay      4
mI2C_CLK_DIV            16
u0.SD_COUNTER            7
u0.END                   1
mI2C_GO                  1
u0.SCLK                  1
## logic make-up after synthesis
family | after synthesis
adders and majority gates | 8
other | 1
DFF | 65
and+or+nand+nor | 119
muxes | 1
AOI/OAI and AO/OA | 52
xor gates and xnor gates | 24
buffers and inverters | 26
## Yosys cell counts, drive strengths merged (2+ instances only)
| cell type | n |
|---|---|
| a21oi | 14 |
| a22o | 2 |
| and3 | 2 |
| buf | 2 |
| clkbuf | 9 |
| dfrtp | 56 |
| dfstp | 9 |
| ha | 8 |
| inv | 15 |
| nand2 | 20 |
| nand2b | 3 |
| nand3 | 18 |
| nand4 | 7 |
| nor2 | 29 |
| nor2b | 2 |
| nor3 | 8 |
| nor4 | 8 |
| o21a | 2 |
| o21ai | 15 |
| o31ai | 7 |
| or2 | 3 |
| or3 | 7 |
| or4 | 10 |
| xnor2 | 18 |
| xor2 | 6 |
## layer usage
layer / track usage [%] / vias up
met5: 0 / -
met2: 25.64 / 10
met4: 2.000 / 0
met1: 33.79 / 925
met3: 2.784 / 7
li1: - / 1042
## cell type report
type | count | area, um^2 | area share, %
multi-input cells | 209 | 1295 | 39.92
repair buffers | 6 | 52.55 | 1.620
flip-flops and latches | 65 | 1638 | 50.48
clock inverters | 1 | 30.03 | 0.9256
well taps | 72 | 90.09 | 2.777
clock buffers | 6 | 82.58 | 2.545
inverters | 15 | 56.30 | 1.735
Power and IR drop assume default switching activity.
